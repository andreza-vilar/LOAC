===== flow/design.v =====
parameter NBITS_COUNT = 4;
 module contador(
 input logic clk, reset, SEL,  
   output logic [NBITS_COUNT-1:0] Count);
  always_ff @(posedge reset or posedge clk) begin
    if(reset)
      Count <= 0;
    else if(SEL) 
      Count <= Count + 1;
    else
      Count <= Count - 1;
  end
endmodule

===== flow/run.sh =====
#!/bin/bash
# OpenROAD 26Q1-2900-gdf79404cd8, Yosys 0.63+post, stock flow scripts
make -C /OpenROAD-flow-scripts/flow DESIGN_CONFIG=/design/flow/config.mk WORK_HOME=/design/flow/orfs finish

===== flow/config.mk =====
export PLATFORM = sky130hd
export DESIGN_NAME = contador
export DESIGN_NICKNAME = contador
export VERILOG_FILES = /design/flow/design.v
export SDC_FILE = /design/flow/constraint.sdc
export NUM_CORES = 4
export LEC_CHECK = 1
export CORE_AREA = 10 10 70 70
export DIE_AREA = 0 0 80 80

===== flow/constraint.sdc =====
current_design contador

set clk_period 2.8
set clk_io_pct 0.2

create_clock -name clk0 -period $clk_period [get_ports {clk}]

set non_clock_inputs [all_inputs -no_clocks]
set_input_delay [expr $clk_period * $clk_io_pct] -clock clk0 $non_clock_inputs
set_output_delay [expr $clk_period * $clk_io_pct] -clock clk0 [all_outputs]

==> Slide: Implementation Results <==
Run Summary

Run status
  • Status: completed

Layout
  • Regs by FF count: Count (4)
  • Growth of design area from synthesis to finish: 70.4%
  • Area of all placed cells without fillers: 339 um2
  • Register with the most flip-flops: Count
  • End-of-flow core utilization: between 9 and 10%
  • Flip-flop count of the largest register after layout: 4
  • Fraction of final layout cells sized beyond drive strength 1: about 17%

GRT
  • Via count of the first global-routing pass: 142
  • Largest net degree at the start of global routing: 5
  • Global-route total usage across every layer: under 10%
  • Grt ovf: 0
  • Antenna violations before repair: 0
  • Wire length of the first global-routing pass: around 770 um

Yosys
  • Chip area estimate from yosys synthesis: a little under 200 um2
  • Mapped Area: between 150 and 200 um2
  • Register share after synthesis: 50.3%
  • Distinct cell type count of the synthesized netlist: 8
  • Average footprint of a synthesized cell: 13.3 um2
  • Yosys warning tally: 1
  • Count of mapped cells out of synthesis: 15
  • Register bit count reported by yosys: 4
  • Cell total in the yosys stat output: 15

Drt
  • Vias after detailed routing: 134
  • Number of routed nets with antenna violations: 0
  • Via/cell ratio: 1.91
  • Drt initial violations: 4
  • Router iterations before antenna repair: 2
  • Detailed Route WL: between 400 and 500 um
  • Wire length per cell after detailed routing: around 6.9 um
  • Total antenna diodes in the routed design: 0
  • DRC violations left: 0

Power
  • Proportion of power drawn by flip-flops and latches: approximately 36%
  • Internal Pwr Total: just over 0.0002 W
  • Share of power burned in the clock network: 25.3%
  • Largest voltage drop on the vdd net: roughly 0.14 mV
  • Power per cell area: 845 nW/um2
  • Power share of the combinational group: 39.0%
  • Total design power: 0.000287 W
  • Net Sw Frac: 28.4%
  • Lkg Pwr: roughly 0.14 nW
  • Switching Power: ~0.00008 W

Timing
  • Slew Limit Fails: 0
  • Slew @ Worst Pin: approximately 0.17 ns
  • Worst max-slew margin expressed relative to the limit: 88.3%
  • Shortest period the worst path allows: 1.75 ns
  • Setup repair after global routing missed its margin: no
  • Top achievable clock speed: 571 MHz
  • Sum of negative setup slack: 0 ns
  • Fin crit share: a little over three fifths
  • Final number of setup-violating endpoints: 0
  • Hold Fails Final Rpt: 0
  • Worst Hold Slack: a little over 0.5 ns
  • Maximum clock skew at final layout: ~0.0012 ns

Critical path
  • Worst flop-to-flop path startpoint: Count[1]
  • Arrival time at the worst endpoint: approximately 1.9 ns
  • Worst setup path startpoint: SEL
  • Register-to-Register Path Depth: 4
  • Required @ worst endpoint: ~3.0 ns
  • Max Fanout on Critical Path: 3
  • Crit. End Element: register
  • CP Capture Point: Count[3]
  • Kind of start point of the critical path: primary input
  • Reg2reg setup slack: around 1.6 ns
  • Worst reg2reg endpoint: Count[3]
  • Critical path class: in -> reg

CTS
  • Level count of the clock H-tree: 1
  • Root buffer selected by CTS: clkbuf_4
  • Hold-fix buffer count after cts: 0
  • Number of buffers on the longest clock path: 2
  • Clock latency on the worst-skew pair: between 0.2 and 0.25 ns
  • Post-CTS setup repair buffer count: 0
  • Number of buffers added by the clock tree synthesis step: 3
  • Number of clock sinks: 4
  • Clock-pin slew reported for the worst setup and hold paths after clock tree synthesis: about 0.04 ns
  • Post-CTS resize count: 0
  • CTS tree: yes

Floorplan
  • I/O pin total: 7
  • Std-Cell Core Area: about 3400 um2
  • Floorplan core density: approximately 5.8%
  • Horizontal die dimension: 80 um
  • Die y size: approximately 80 um
  • Standard-cell rows: 21
  • Chip footprint: roughly 6400 um2

Place
  • Final HPWL DP: around 370 um
  • Buffers on Ports: 6
  • Placed Instance Area: approximately 320 um2
  • Placer Congestion: slightly above 0.7

Job
  • Number of warnings in the stage logs: 25
  • Number of maximum-capacitance violations: 0

Hold path
  • Class of the most critical hold timing path: in -> async
[cell usage in the layout (no fill, tap or decap), drive strengths merged]
cell           instances
dfrtp                  4
ha                     2
fa                     1
a21oi                  1
a21o                   1
inv                    3
clkdlybuf4s50          6
xor2                   1
clkbuf                 3
xnor2                  2
[worst max-delay path, cell delays in order]
cell             delay (ns)
clkdlybuf4s50_1        0.50
inv_1                  0.10
ha_1                   0.29
a21o_1                 0.19
a21oi_2                0.15
xnor2_1                0.12
[through the flow]
step | setup WS, ns | cells
after CTS | 1.05 | 70
after floorplan | 1.39 | 15
after global routing | 0.963 | 70
after detailed placement | 0.805 | 67
after global placement | 0.842 | 67
final | 1.05 | 70
[cell families after synthesis]
kind of cell | count (synthesis) | share of synthesized area, %
buf+inv | 3 | 5.66
compound gates | 2 | 8.18
fa+ha+maj | 3 | 22.6
xor+xnor | 3 | 13.2
flops | 4 | 50.3
[per-layer routing]
layer	wire (um)	up-vias	share of wire, %	GRT usage, %
li1	-	66	-	-
met2	103	9	21	1.20
met4	0	0	0	0.352
met3	136	0	28	3.18
met1	241	59	50	2.07
met5	0	-	0	0
[worst min-delay path by stage]
| stage | start | end | cells after the start |
|---|---|---|---|
| after CTS | reset | Count[1] | 2 |
| final | reset | Count[1] | 2 |
| after global routing | reset | Count[1] | 2 |
[cells in the mapped netlist]
library cell  instances  area (um2)
ha_1                  2        25.0
a21oi_2               1        8.76
xnor2_1               2        17.5
a21o_1                1        7.51
dfrtp_1               4         100
inv_1                 3        11.3
fa_1                  1        20.0
xor2_1                1        8.76
[cell type report]
class                      instances  area [um2]
clock buffer                       3        22.5
fill                             393        3080
inverter                           3        11.3
multi-input combinational          8        87.6
sequential                         4         100
tap                               46        57.6
timing repair buffer               6        60.1
[power by group through the flow]
stage                 sequential [W]  combinational (W)  clock [W]
after CTS                   0.000101           0.000114  0.0000755
after global routing        0.000105           0.000128  0.0000803
final                       0.000102           0.000112  0.0000726
Power and IR drop assume default switching activity.
