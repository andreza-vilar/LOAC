$ cat flow/run.sh
#!/bin/bash
# OpenROAD 26Q1-2900-gdf79404cd8, Yosys 0.63+post, stock flow scripts
make -C /OpenROAD-flow-scripts/flow DESIGN_CONFIG=/design/flow/config.mk WORK_HOME=/design/flow/orfs finish
$ cat flow/config.mk
export PLATFORM = sky130hd
export DESIGN_NAME = memoria_RAM_RW_4x4
export DESIGN_NICKNAME = memoria_RAM_RW_4x4
export VERILOG_FILES = /design/flow/design.v
export SDC_FILE = /design/flow/constraint.sdc
export NUM_CORES = 4
export LEC_CHECK = 1
export CORE_AREA = 10 10 96 96
export DIE_AREA = 0 0 106 106
$ cat flow/constraint.sdc
current_design memoria_RAM_RW_4x4

set clk_period 1.3
set clk_io_pct 0.2

create_clock -name clk0 -period $clk_period [get_ports {clk}]

set non_clock_inputs [all_inputs -no_clocks]
set_input_delay [expr $clk_period * $clk_io_pct] -clock clk0 $non_clock_inputs
set_output_delay [expr $clk_period * $clk_io_pct] -clock clk0 [all_outputs]
$ cat flow/design.v
module memoria_RAM_RW_4x4 (
    input logic clk,
    input logic [1:0] Addr,
    input logic SEL,
    input logic [3:0] Din,
    output logic [3:0] Dout
);
    logic [3:0] mem[0:3]; 
    always_ff @(posedge clk) begin
        if (SEL == 1'b1) begin
            mem[Addr] <= Din;
        end else begin
            Dout <= mem[Addr];
        end
    end
endmodule
==> results_dict.tcl <==
# metrics dict for downstream scripts
set metrics [dict create \
    status "finished, final reports clean" \
    clock_latency_ns 0.25 \
    worstHoldStart "Addr[1]" \
    vdd_drop_max_mv 0.257 \
    die-area_mm2 0.0112 \
    arrival_ns 1.19 \
    avgRoutedWirePerCell_um 8.97 \
    netlist_area_um2 741 \
    drtIter0Drc 10 \
    grt_pass1_wl_um 1990 \
    fin_crit_ns 1.20 \
    clkSinkCount 20 \
    cts.clk_slew.worst_paths_ns 0.06 \
    cts.path.max_buffers 2 \
    htree_levels 1 \
    edf_count 20 \
    r2r_start "mem[2][0]$_DFFE_PP_" \
    crit-reg2reg-capture "Dout[0]$_DFFE_PN_" \
    use_met1 0.0255 \
    grt.overflow.total 0 \
    drcViolationCount 0 \
    power_density_mw_per_mm2 1180 \
    yosysWarningCount 1 \
    syn_inst 30 \
    antenna_found_initial 0 \
    crit_path_top_delay_cell "mux4_2" \
    cp_slowest_stage_delay_ns 0.54 \
    fin_skew_ns 0.000611 \
    fmax_mhz 831 \
    num_rows 31 \
    cts-root-buf "clkbuf_8" \
    synth_area_per_cell_um2 24.7 \
    num_vias 339 \
    tool_warnings 25 \
    place.gp.congestion 0.737 \
    path_max_fanout 5 \
    ant_nets 0 \
    r2r_slack_ns 0.21 \
    crit_required_ns 1.29 \
    finalMaxSlewViolations 0 \
    cts_buffers 3 \
    crit_end "Dout[1]$_DFFE_PN_" \
    netlist.area_leader.share 0.811 \
    ys_async_sr_fraction 0 \
    top_cells_by_area "edfxtp_1, mux4_2, and3b_2" \
    finalHoldViolations 0 \
    post-route-period-util 0.926 \
    timing_worst_setup_path_type "primary input to flop" \
    relSlewSlack 0.779 \
    dominantRegCellSynth "edfxtp_1" \
    reg2reg_depth 1 \
    min_path_type "primary input to flop" \
    synth.top_cells.by_count "edfxtp_1, mux4_2, and3b_2" \
    use_met2 0.0371 \
    coreArea_mm2 0.00721 \
    crit_buf_inv 1 \
    worst_pin_slew_ns 0.331 \
    port_buffers 11 \
    rsz0062_at_grt "no" \
    n_antenna_cell 0 \
    setup_viol 0 \
    area_delta_synth_final_pct 38.9 \
    crit_family "multiplexers" \
    io-pin-count 12 \
    drv_cap 0 \
    p_leak_nw 0.334 \
    synth_top_cell_by_area "edfxtp_1" \
    min_delay_path_depth 2 \
    path_cells "dlygate4sd2_1, mux4_2" \
    critPathCaptureType "flop" \
    routed_wl_um 1300 \
    cts_tree "done" \
    fp_util 0.103 \
    fin_util 0.143 \
    ctsHoldBuffers 0 \
    die_w_um 106 \
    crit_cells 2 \
    yosys_cells 30 \
    fin_tns_setup_ns 0 \
    yosys.cell_types.count 7 \
    grt_pass1_vias 400 \
    ys_area_um2 741 \
    grt_max_degree 11 \
    synth.most_common_cell "edfxtp_1" \
    final_area_mm2 0.00103 \
    start_kind "primary input" \
    drive_above_1_share 0.304 \
    via_per_inst 2.34 \
    numSynthFlops 20 \
    grt_util_all_layers 0.0220 \
    grt_most_used_layer "met2" \
    dpl-instance-area_um2 986 \
    synth_seq_share 0.811 \
    die_y_um 106 \
    use_met3 0.00489 \
    first_pass_iters 4 \
    cp-startpoint "Addr[0]" \
]
==> kinds of logic after synthesis <==
kind of cell	synth area share
flops	0.811
mux	0.122
simple gates	0.0473
buf+inv	0.0203
==> sequential cells by signal (all words and copies together) (netlist names) <==
register / cells
Dout: 4
mem: 16
==> final cells by class <==
class	instances	area [um^2]
clock buffer	3	41.3
fill	821	6190
inverter	1	3.75
multi-input combinational	8	130
sequential	20	601
tap	99	124
timing repair buffer	14	129
==> how the worst min path moves through the flow <==
| stage | to |
|---|---|
| CTS | Dout[2]$_DFFE_PN_ |
| global route | Dout[3]$_DFFE_PN_ |
| finish | Dout[0]$_DFFE_PN_ |
==> where the power goes <==
group / switching [mW] / leakage [nW] / internal (mW)
logic: 0.0333 / 0.126 / 0.0536
clock network: 0.167 / 0.0216 / 0.205
registers: 0.00837 / 0.186 / 0.750
==> through the flow <==
stage	total power, mW	cells	setup WS, ns	hold slack (ns)
finish	1.22	145	0.0968	0.589
global route	1.28	145	0.0521	0.597
CTS	1.24	145	0.0260	0.635
detailed placement	0.868	142	-0.460	0.619
global placement	0.864	142	-0.445	0.620
floorplan	0.804	30	0.162	0.359
==> layer usage <==
metal / wire length [um] / vias to the layer above / share of wire
met2: 604 / 15 / 0.46
met4: 62 / 0 / 0.048
li1: - / 156 / -
met5: 0 / - / 0
met1: 572 / 164 / 0.44
met3: 61 / 4 / 0.047
==> cell usage in the layout (no fill, tap or decap) <==
cell              n
nor3b_2           1
inv_1             1
and3_2            1
dlymetal6s2s_1    1
and3b_2           2
clkdlybuf4s50_1   5
edfxtp_1         20
dlygate4sd2_1     5
mux4_2            4
clkbuf_8          3
buf_4             3
==> what timing repair did <==
action	in CTS	in global routing
setup endpoints to repair	24	4
hold endpoints to repair	0	0
resized	5	2
buffers inserted	0	0
Power is estimated from default activity; no workload was simulated.
